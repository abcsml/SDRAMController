`design/flow/design.v`:
```
module uart_rx(
	input					clk,
	input					rst,
	input					rx,
	output	reg	[7:0]		rx_data,
	output	reg				po_flag
);
localparam	FPGA_FREQ	=	50_000_000;
localparam	BAUD_RATE	=	9600;
localparam	BIT_END		=	8;
localparam	BAUD_END	=	56;
localparam	BAUD_MID	=	BAUD_END/2 - 1;
reg					rx1;
reg					rx2;
reg					rx3;
reg					rx_flag;
reg	[12:0]			baud_cnt;
reg					bit_flag;
reg	[3:0]			bit_cnt;
wire				rx_neg;
assign	rx_neg	=		~rx2 & rx3;
always @(posedge clk) begin
	rx1		<=		rx;
	rx2		<=		rx1;
	rx3		<=		rx2;
end
always @(posedge clk or negedge rst) begin	 
	if (rst == 1'b0)
		rx_flag	<=	1'b0;
	else if (rx_neg == 1'b1)
		rx_flag	<=	1'b1;
	else if (bit_cnt == 'd0 && baud_cnt == BAUD_END)
		rx_flag	<=	1'b0;
end
always @(posedge clk) begin
	if (rx_flag == 1'b1 && baud_cnt != BAUD_END)
		baud_cnt <= baud_cnt + 'b1;
	else
		baud_cnt <= 'b0;
end
always @(posedge clk) begin
	if (baud_cnt == BAUD_MID)
		bit_flag <= 1'b1;
	else
		bit_flag <= 1'b0;
end
always @(posedge clk) begin
	if (rx_flag == 1'b0)
		bit_cnt <= 1'b0;
	if (bit_flag == 1'b1 && bit_cnt == BIT_END)
		bit_cnt <= 1'b0;
	else if (bit_flag == 1'b1)
		bit_cnt <= bit_cnt + 1'b1;
end
always @(posedge clk or negedge rst) begin
	if (rst == 1'b0)
		rx_data <= 'b0;
	else if (bit_cnt != 'b0 && bit_flag == 1'b1)
		rx_data <= {rx2, rx_data[7:1]};
end
always @(posedge clk) begin
	if (bit_cnt == BIT_END && bit_flag == 1'b1)
		po_flag <= 1'b1;
	else
		po_flag <= 1'b0;
end
endmodule
```
`design/flow/run.sh`:
```
#!/bin/bash
# OpenROAD 26Q1-2900-gdf79404cd8, Yosys 0.63+post, stock flow scripts
make -C /OpenROAD-flow-scripts/flow DESIGN_CONFIG=/design/flow/config.mk WORK_HOME=/design/flow/orfs finish
```
`design/flow/config.mk`:
```
export PLATFORM = sky130hd
export DESIGN_NAME = uart_rx
export DESIGN_NICKNAME = uart_rx
export VERILOG_FILES = /design/flow/design.v
export SDC_FILE = /design/flow/constraint.sdc
export NUM_CORES = 4
export LEC_CHECK = 1
export CORE_AREA = 10 10 101 101
export DIE_AREA = 0 0 111 111
```
`design/flow/constraint.sdc`:
```
current_design uart_rx

set clk_period 2.3
set clk_io_pct 0.2

create_clock -name clk0 -period $clk_period [get_ports {clk}]

set non_clock_inputs [all_inputs -no_clocks]
set_input_delay [expr $clk_period * $clk_io_pct] -clock clk0 $non_clock_inputs
set_output_delay [expr $clk_period * $clk_io_pct] -clock clk0 [all_outputs]
```
==> job_summary.md <==
### Metrics collected by this job

| Metric | Value |
|---|---|
| Status | finished clean |
| TritonCTS buffer count | 5 |
| Reg area | 666 sq um |
| Critical Path End Type | flop |
| FF-to-FF Start | bit_cnt[0]$_SDFFE_PP0P_ |
| Most common logic cells in the final layout | dfxtp_1, clkdlybuf4s50_1, dfrtp_1 |
| Hold Crit Class | reg2reg |
| R2R depth | 5 |
| Actual slew at the worst max-slew pin | 0.609 ns |
| Max-slew headroom | 59.4% |
| Flops after synth | 31 |
| Top cell excl fill/tap | dfxtp_1 |
| Yosys synthesis chip area | approximately 0.0014 sq mm |
| Via count | 984 |
| Hold endpoint | rx2$_DFF_P_ |
| Port-buffer cells | 11 |
| Final period utilization | approximately three quarters |
| RSZ-0062 raised after global routing | no |
| Endpoints failing setup | 0 |
| First-pass GRT wire length | about 4500 um |
| Reg2reg end | rx_data[0]$_DFFE_PN0P_ |
| Clock latency (worst-skew pair) | 0.28 ns |
| Distinct lib cells used | 39 |
| Count of tool warnings | 27 |
| Std-Cell Rows | 33 |
| Clock Sinks | 31 |
| Number of global-route vias before repair | 960 |
| Maximum vdd drop | between 0.2 and 0.3 mV |
| Max Fclk | 581 MHz |
| Core Util at FP | 16.7% |
| Static Leak | between 0.0006 and 0.0007 uW |
| Yosys Instances | about 130 |
| Power Dens Cells | roughly 930 mW/mm^2 |
| MI comb area | 626 sq um |
| Place WS | around 0.60 ns |
| Antenna cells | 0 |
| Antenna viol nets, final | 0 |
| Number of gates resized after cts | 0 |
| Routed vias/inst | 4.03 |
| Largest delay share family, worst path | simple AND/OR/NAND/NOR gates |
| Slew Limit Fails | 0 |
| Slowest CP cell | or3b_2 |
| H-tree level count | 2 |
| WP buf/inv | 1 |
| Final Skew | 0.00484 ns |
| Core outline area | between 0.008 and 0.009 sq mm |
| Finished Core Util | about a fifth |
| Total length of routed wires | about 2600 um |
| Worst-path cell chain | inv_1 > ha_1 > or3b_2 > nand2_2 > mux2_2 |
| Seq share, synth | 49.1% |
| Initial antenna violation count | 0 |
| Hold Path Origin | rx1$_DFF_P_ |
| Die Area | 0.0123 sq mm |
| DR pass1 iterations | 4 |
| Syn Std Cell Area | around 0.0014 sq mm |
| Setup WS post-layout | around 0.58 ns |
| Residual overflow from global routing | 0 |
| DR DRC count | 0 |
| Root buffer cell | clkbuf_8 |
| Die x size | approximately 110 um |
| Routed wire per std cell | roughly 10 um |
| Overall power | approximately 1600 uW |
| P&R area growth vs syn | 22.9% |
| Crit Path Class | reg2reg |
| CTS tree | built |
| FF-to-FF setup slack | 0.58 ns |
| Layout cells sized above 1 | around 19% |
| Tot GR Track Use | 4.09% |
| Worst-path maximum fanout | 8 |
| Number of hold violations in the final report | 0 |
| Crit path launch type | flop |
| Register clock-pin slew on the reported worst setup and hold paths | 0.07 ns |
| Largest net degree at the start of global routing | 16 |
| Hpwl dp | 1660 um |
| I/O pins | 12 |
| Die height | 111 um |
| Crit path DAT | approximately 1.9 ns |
| Fillers | about 870 |
| Clock buffer depth | 2 |
| Placer's final routability congestion estimate | about 0.76 |
| YS warnings | 1 |
| CP max stage delay | roughly 0.47 ns |
| Final min period | 1.72 ns |
| DRT iter0 DRCs | ~47 |
| CP required | around 2.5 ns |
| Post-CTS Setup Bufs | 0 |
| WHS Path Cells | 0 |
| Synthesized instance count | around 130 |
| CTS Hold Buffers Added | 0 |
| # Max-Cap Violations | 0 |
| Setup TNS | 0 ns |
| Synthesized area per cell | 10.9 sq um |
stage by stage:
step	std cells	hold WS, ns	cell area [sq um]
final	244	0.330	1670
after global routing	244	0.354	1670
after CTS	244	0.332	1670
after detailed placement	236	0.312	1560
after global placement	236	0.315	1560
after floorplan	125	0.164	1360
worst register-to-register path: cells and delay by family (launching register included):
family	cells	cell delay [ns]
buf+inv	1	0.08
fa+ha+maj	1	0.15
flops	1	0.36
simple gates	2	0.67
mux	1	0.36
metal layers:
layer  vias up  share of wire (%)  GRT usage, %
li1        483                  -             -
met2        26                 43          5.97
met5         -                  0             0
met4         0                2.2         0.868
met3         8                7.8          1.75
met1       467                 47          5.49
Yosys cell counts:
cell,count,area [sq um]
dfrtp_1,9,225
o31ai_1,4,30.0
nand2_1,4,15.0
inv_1,8,30.0
nor2b_1,3,18.8
mux2i_1,1,10.0
clkbuf_8,1,13.8
dfxtp_1,22,440
or3_1,4,25.0
nand4_4,1,21.3
nor3b_1,2,15.0
or4_1,3,22.5
and4b_1,1,10.0
nand3b_1,1,7.51
buf_2,1,5.00
ha_1,4,50.1
nand3_2,1,10.0
and3_2,1,7.51
nand4_2,1,12.5
nor2_1,2,7.51
xnor2_1,2,17.5
nor3_1,6,30.0
a21oi_1,3,15.0
dlygate4sd1_1,1,8.76
and4_1,1,8.76
nand3_1,5,25.0
xor2_1,1,8.76
a211oi_2,3,37.5
or3b_2,1,8.76
a211oi_1,6,45.0
a41oi_1,1,8.76
o21ai_0,6,30.0
nor4_1,1,6.26
nand4_1,1,6.26
clkbuf_1,2,7.51
mux2_2,8,90.1
nand2_2,1,6.26
or4_4,1,11.3
or3_2,1,7.51
layout make-up:
class | instances | area share, %
sequential | 31 | 39.9
multi-input combinational | 81 | 37.5
tap | 105 | 7.88
timing repair buffer | 11 | 6.61
clock buffer | 7 | 5.78
inverter | 8 | 1.80
clock inverter | 1 | 0.450
worst max path at each step:
stage	from	end	slack [ns]	cells past startpoint
4_1_cts	bit_cnt[0]$_SDFFE_PP0P_	rx_data[0]$_DFFE_PN0P_	0.58	5
5_1_grt	bit_cnt[0]$_SDFFE_PP0P_	rx_data[0]$_DFFE_PN0P_	0.47	5
6_report	bit_cnt[0]$_SDFFE_PP0P_	rx_data[0]$_DFFE_PN0P_	0.58	5
cells by family (layout without fill, tap and decap cells):
| kind of cell | after synthesis | after routing | synth area share, % |
|---|---|---|---|
| AND/OR/NAND/NOR | 42 | 42 | 20.8 |
| multiplexers | 9 | 9 | 7.38 |
| AND-OR/OR-AND | 23 | 23 | 12.3 |
| adder cells (fa/ha/maj) | 4 | 4 | 3.69 |
| flip-flops | 31 | 31 | 49.1 |
| buffers and inverters | 13 | 27 | 4.80 |
| XOR/XNOR | 3 | 3 | 1.94 |
registers in the layout (all words and copies together) (netlist names):
name and cells:
baud_cnt 13, rx_data 8, bit_cnt 4, bit_flag 1
po_flag 1, rx1 1, rx2 1, rx3 1
rx_flag 1
power breakdown:
part,total (uW),internal (uW),switching [uW]
Sequential,767,635,131
Combinational,313,164,148
Clock,478,272,206
Power is estimated from default activity; no workload was simulated.
