==> /design/flow/design.v <==
module cmd_decode (
    input                   sclk,
    input                   srst_n,
    input                   uart_flag,
    input       [ 7:0]      uart_data,
    output                  wr_trig,
    output                  rd_trig,
    output                  wfifo_wr_en
);
localparam  CMD_WRITE   =   8'h55;
localparam  CMD_READ    =   8'haa;
localparam  S_NOP       =   0;
localparam  S_WRITE     =   1;
localparam  S_READ      =   2;
reg [ 1:0]              rec_num;
reg [ 1:0]              cmd_reg;
always @(posedge sclk or negedge srst_n) begin
    if(!srst_n)
        rec_num <= 0;
    else if (cmd_reg == S_WRITE && uart_flag)
        rec_num <= rec_num + 'd1;
    else if (cmd_reg != S_WRITE)
        rec_num <= 'd0;
end
always @(posedge sclk or negedge srst_n) begin
    if(!srst_n)
        cmd_reg <= S_NOP;
    else if (cmd_reg == S_NOP && uart_flag && uart_data == CMD_WRITE)
        cmd_reg <= S_WRITE;
    else if (cmd_reg == S_NOP && uart_flag && uart_data == CMD_READ)
        cmd_reg <= S_NOP;
    else if (cmd_reg == S_WRITE && uart_flag && rec_num == 'd3)
        cmd_reg <= S_NOP;
    else if (cmd_reg == S_READ && uart_flag)
        cmd_reg <= S_NOP;
end
assign  wr_trig     =   uart_flag && rec_num == 'd3;
assign  rd_trig     =   uart_flag && cmd_reg == S_NOP && uart_data == CMD_READ;
assign  wfifo_wr_en =   uart_flag && cmd_reg == S_WRITE;
endmodule  
==> /design/flow/run.sh <==
#!/bin/bash
# OpenROAD 26Q1-2900-gdf79404cd8, Yosys 0.63+post, stock flow scripts
make -C /OpenROAD-flow-scripts/flow DESIGN_CONFIG=/design/flow/config.mk WORK_HOME=/design/flow/orfs finish
==> /design/flow/config.mk <==
export PLATFORM = sky130hd
export DESIGN_NAME = cmd_decode
export DESIGN_NICKNAME = cmd_decode
export VERILOG_FILES = /design/flow/design.v
export SDC_FILE = /design/flow/constraint.sdc
export NUM_CORES = 4
export LEC_CHECK = 1
export CORE_AREA = 10 10 70 70
export DIE_AREA = 0 0 80 80
==> /design/flow/constraint.sdc <==
current_design cmd_decode

set clk_period 1.2
set clk_io_pct 0.2

create_clock -name clk0 -period $clk_period [get_ports {sclk}]

set non_clock_inputs [all_inputs -no_clocks]
set_input_delay [expr $clk_period * $clk_io_pct] -clock clk0 $non_clock_inputs
set_output_delay [expr $clk_period * $clk_io_pct] -clock clk0 [all_outputs]
==> reports/qor.yml <==
initCoreUtil_pct: 7.29
dr.max_layer_used: "met3"
syn_inst: 23
r2r-start: "cmd_reg[0]"
drt_wl_total_um: 863
flop_cell: "dfrtp_1"
wl_met2_um: 250
place_area_um2: 489
slew_headroom_pct: 83.0
hold_viol: 0
finClkSkew_ns: 0.00173
numPortBuffers: 13
met1Wirelength_um: 452
drt-pass1-iter-count: 3
clock_path_buffers: 2
synth_top_cell_by_count: "dfrtp_1"
power_leakage_nw: 0.255
gp_congestion: 0.767
postSynth.asyncResetShare_pct: 100
top_cells_by_count: "dfrtp_1 (3), nand2_1 (2), nand3b_1 (2), nand4b_1 (2)"
status: "finished, violations left"
holdCritPathClass: "input port to async pin"
required_ns: 0.96
grt.overflow.total: 0
synth_top_cell_by_area: "dfrtp_1"
ys_cells: 23
layout_min_cycle_time_ns: 1.49
nFillCells: 385
ant_nets: 0
clkSlewWorstSetupHoldPaths_ns: 0.04
ys_seq_share_pct: 40.7
yosysUniqueCellTypes: 18
syn-cell-area_um2: 249
edf_count: 0
clkSinkCount: 4
rsz0062_at_grt: "yes"
worst_r2r_path_depth: 5
fin_util_pct: 16.4
worstReg2RegEnd: "cmd_reg[1]"
io-pin-count: 14
cts_root_buf: "clkbuf_4"
grt_pass1_wl_um: 1390
top_cells_by_area: "dfrtp_1 (30%), dfstp_2 (11%), nand4b_1 (7.0%), nand3b_1 (6.0%), nor4b_2 (6.0%)"
grt_pass1_vias: 293
violations: "setup timing"
wl_met3_um: 160
drive_gt1_share_pct: 46.2
core-area_mm2: 0.00342
synth_flops: 4
cp.arrival_ns: 1.25
dieArea_mm2: 0.00640
openroad.warnings: 27
synth_chip_area_um2: 249
final_area_um2: 559
startpoint_type: "flip-flop"
post-place-ws_ns: -0.747
die_x_um: 80
grt_max_degree: 5
drt-vias-per-instance: 2.99
vias: 293
drt_iter0_drc: 10
final-max-slew-violation-count: 0
setup-tns-final_ns: -0.603
drv_cap: 0
hpwl_um: 682
grtUsageTotal_pct: 2.81
finalSetupViolations: 4
cts_max_level: 1
tritoncts: "built"
rrSetupSlack_ns: -0.17
rows: 21
crit_type: "flip-flop to output pin"
fin_total_pwr_uw: 365
worst_pin_slew_ns: 0.254
top_area_share_pct: 30.2
setup_ws_ns: -0.290
p_per_area_mw_per_mm2: 653
clkLatencyLatePin_ns: 0.24
antenna_found_initial: 0
avgSynthCellArea_um2: 10.8
finalClockPeriodUsage_pct: 124
yosys_warnings: 1
antenna_cells: 0
routedWlPerCell_um: 8.81
crit_fanout: 2
fmax_mhz: 671
crit_path_end_kind: "output pin"
drcViolationCount: 0
area_growth_pct: 125
die_h_um: 80
cts_made_buffers: 3
ir_drop_mv: 0.292
## timing repair
action	4_1_cts	5_1_grt
resized	18	2
hold buffers	0	0
setup endpoints to repair	5	5
setup buffers	2	3
pin swaps	9	1
hold endpoints to repair	0	0
## placed cells by master (no fill, tap or decap), drive strengths merged, types with 2 or more instances in the layout
cell           synthesis  layout
buf                    0      14
clkbuf                 0       4
clkdlybuf4s15          0       2
clkdlybuf4s50          0       5
dfrtp                  3       3
dlygate4sd2            0       4
nand2                  2       2
nand3b                 2       2
nand4b                 2       2
## layer usage
metal  track usage [%]  vias up
met3              2.95        0
met5                 0        -
met2              2.97       17
li1                  -      147
met4             0.176        0
met1              3.82      129
## power by group
group,internal (mW),leakage (nW),total [mW],switching (mW)
Clock,0.125,0.0150,0.183,0.0583
Sequential,0.136,0.0522,0.136,0
Combinational,0.0326,0.188,0.0464,0.0138
Total,0.293,0.255,0.365,0.0720
## worst max-delay path: stages (launching register included)
cell and delay (ns):
dfstp_2 0.52, nand4b_1 0.08, and4bb_2 0.30, buf_2 0.11
## cell type report
class	instances	area (um^2)	area share, %
Timing Repair Buffer	25	219	39.1
Inverter	1	3.75	0.671
Tap cell	46	57.6	10.3
Clock buffer	4	26.3	4.70
Multi-Input combinational cell	18	151	27.1
Sequential cell	4	101	18.1
## cells by family after synthesis
| logic type | Yosys count | synth area share, % |
|---|---|---|
| adders and majority gates | 1 | 5.02 |
| buffers and inverters | 1 | 1.51 |
| DFF | 4 | 40.7 |
| and+or+nand+nor | 14 | 44.2 |
| AOI/OAI and AO/OA | 3 | 8.54 |
## how the worst max path moves through the flow
stage / depth (start not counted) / slack (ns) / endpoint / startpoint
after CTS: 3 / -0.30 / rd_trig / cmd_reg[0]
after global routing: 3 / -0.34 / rd_trig / cmd_reg[0]
final: 3 / -0.29 / rd_trig / cmd_reg[0]
## per-stage QoR
step | hold WS (ns) | std cells
after global placement | 0.457 | 89
after detailed placement | 0.461 | 89
after CTS | 0.209 | 95
after global routing | 0.205 | 98
after floorplan | -0.0556 | 23
final | 0.210 | 98
No activity file was given, so power comes from the tool's default toggle rates.
